<file path="flow/design.v">
module full_adder (
    input  wire a,
    input  wire b,
    input  wire cin,
    output wire sum,
    output wire cout
);
    assign sum  = a ^ b ^ cin;
    assign cout = (a & b) | (b & cin) | (a & cin);
endmodule
module ripple_carry_adder #(parameter N = 8)(
    input  wire [N-1:0] a,
    input  wire [N-1:0] b,
    input  wire         cin,
    output wire [N-1:0] sum,
    output wire         cout
);
    wire [N:0] carry;
    assign carry[0] = cin;
    genvar i;
    generate
        for (i = 0; i < N; i = i + 1) begin : FA_CHAIN
            full_adder fa (
                .a    (a[i]),
                .b    (b[i]),
                .cin  (carry[i]),
                .sum  (sum[i]),
                .cout (carry[i+1])
            );
        end
    endgenerate
    assign cout = carry[N];
endmodule
</file>
<file path="flow/run.sh">
#!/bin/bash
# OpenROAD 26Q1-2900-gdf79404cd8, Yosys 0.63+post, stock flow scripts
make -C /OpenROAD-flow-scripts/flow DESIGN_CONFIG=/design/flow/config.mk WORK_HOME=/design/flow/orfs finish
</file>
<file path="flow/config.mk">
export PLATFORM = sky130hd
export DESIGN_NAME = ripple_carry_adder
export DESIGN_NICKNAME = ripple_carry_adder
export VERILOG_FILES = /design/flow/design.v
export SDC_FILE = /design/flow/constraint.sdc
export NUM_CORES = 4
export LEC_CHECK = 1
export CORE_AREA = 10 10 70 70
export DIE_AREA = 0 0 80 80
</file>
<file path="flow/constraint.sdc">
current_design ripple_carry_adder

set clk_period 6.2
set clk_io_pct 0.2

create_clock -name clk0 -period $clk_period

set non_clock_inputs [all_inputs -no_clocks]
set_input_delay [expr $clk_period * $clk_io_pct] -clock clk0 $non_clock_inputs
set_output_delay [expr $clk_period * $clk_io_pct] -clock clk0 [all_outputs]
</file>
==> flow_metrics.env <==
# implementation run metrics
export IMPL_outcome="finished, final reports clean"
export IMPL_power_density_nw_per_um2=83.7
export IMPL_cts_resized_gates=16
export IMPL_chipArea_sq_um=6400
export IMPL_syn_inst=26
export IMPL_crit_path_cell_trace="dlygate4sd2_1 -> inv_2 -> fa_2 -> inv_2 -> fa_2 -> fa_2 -> fa_2 -> fa_2 -> fa_2 -> fa_2 -> inv_2 -> fa_1 -> inv_1 -> dlygate4sd2_1"
export IMPL_power_frac_seq_pct=0
export IMPL_grt_pass1_wl_mm=1.18
export IMPL_die_y_microns=80
export IMPL_cp_end_kind="output pin"
export IMPL_final_seq_area_sq_um=0
export IMPL_common_cells="10 x inv_1, 8 x buf_4, 8 x fa_1"
export IMPL_io_pins=26
export IMPL_fin_ws_ns=0.272
export IMPL_cts_hold_fix_buffers=0
export IMPL_die_w_microns=80
export IMPL_core_area_sq_um=3420
export IMPL_layout_cells_non_filler=90
export IMPL_worst_slew_pin_transition_ns=0.101
export IMPL_rsz0062_at_grt="false"
export IMPL_dr_pass1_iters=2
export IMPL_fin_area_sq_um=528
export IMPL_ys_cells=26
export IMPL_switchingPower_mw=0.0125
export IMPL_drc=0
export IMPL_grt_ovfl_total=0
export IMPL_ir_drop_uv=21.6
export IMPL_grt_pass1_vias=263
export IMPL_fp_row_count=21
export IMPL_grt_max_degree=2
export IMPL_setup_violations_final=0
export IMPL_yosysTopAreaCell="fa_1"
export IMPL_ys_seq_share_pct=0
export IMPL_fmax_ghz=0.169
export IMPL_worst_slew_margin_rel_pct=93.2
export IMPL_worstPathArrival_ns=4.69
export IMPL_cp_data_required_time_ns=4.96
export IMPL_critical_path_class="in2out"
export IMPL_max_stage_delay_ns=0.39
export IMPL_yosysWarnings=0
export IMPL_cellLeakagePower_nw=0.208
export IMPL_syn_to_final_growth_pct=105
export IMPL_p_sw_share_pct=28.2
export IMPL_syn_area_sq_um=258
export IMPL_clockPowerShare_pct=0
export IMPL_syn_avg_cell_area_sq_um=9.91
export IMPL_path_max_fanout=1
export IMPL_post_synth_top_count_cell="inv_1"
export IMPL_slowest_stage="fa_1"
export IMPL_cpMostUsedCell="fa_2"
export IMPL_warning_count=32
export IMPL_cp_top_family="adder cells"
export IMPL_ff_count=0
export IMPL_vias_per_cell=2.36
export IMPL_fp_util_pct=7.55
export IMPL_wl_microns=772
export IMPL_hold_violations=0
export IMPL_diodes=0
export IMPL_place_hpwl_microns=747
export IMPL_placed_cell_area_sq_um=515
export IMPL_synthTopCellsByArea="fa_1 62%, buf_4 23%, inv_1 15%"
export IMPL_cap_viol_max_count=0
export IMPL_wl_per_cell_microns=8.58
export IMPL_grt_use_total_pct=2.33
export IMPL_drv_slew=0
export IMPL_startpoint_type="input pin"
export IMPL_critPathBufInv=6
export IMPL_ys_chip_area_sq_um=258
export IMPL_fillers=392
export IMPL_nClkBuffers=0
export IMPL_layout_min_cycle_time_ns=5.93
export IMPL_yosys_cell_types_count=3
export IMPL_grt_antenna_before_repair=0
export IMPL_port_buffers=26
export IMPL_dpl_worst_slack_ns=-0.316
export IMPL_num_vias=212
export IMPL_power_internal_mw=0.0317
export IMPL_drive_gt1_share_pct=27.3
export IMPL_dp_cells=90
export IMPL_final_period_utilization_pct=95.6
export IMPL_drt_iter0_markers=2
export IMPL_gp_congestion=0.834
export IMPL_yosysTopAreaCellShare_pct=62.1
export IMPL_postRouteAntennaNets=0
export IMPL_power_frac_comb_pct=100.0
export IMPL_post_cts_buffers=0
export IMPL_min_path_type="in2out"
## metrics by stage
step	util, %	TNS, ns	power [mW]	hold WS [ns]
5_1_grt	15.5	0	0.0512	3.42
3_5_place_dp	15.1	-0.316	0.0447	3.53
3_3_place_gp	15.1	-0.275	0.0447	3.53
2_1_floorplan	-	0	0.0214	2.70
4_1_cts	15.5	0	0.0456	3.37
6_report	15.5	0	0.0442	3.36
## cells in the final DEF (no fill, tap or decap)
master / instances
clkdlybuf4s50_1: 22
fa_2: 7
inv_2: 5
fa_1: 1
inv_1: 5
dlygate4sd2_1: 4
## worst paths after layout
kind,cells after the start,endpoint,start
worst min-delay path,5,sum[7],b[7]
worst max-delay path,14,sum[7],a[0]
## worst min-delay path: stages
cell             delay [ns]
clkdlybuf4s50_1        0.39
inv_1                  0.07
fa_1                   0.15
inv_1                  0.03
dlygate4sd2_1          0.23
## power groups by stage
| stage | sequential, mW | combinational (mW) | clock (mW) |
|---|---|---|---|
| 6_report | 0 | 0.0442 | 0 |
| 5_1_grt | 0 | 0.0512 | 0 |
| 4_1_cts | 0 | 0.0456 | 0 |
## cell families (layout without fill, tap and decap cells)
group                    after synthesis  after routing  synth area share, %
buffers and inverters                 18             36                 37.9
adder cells (fa/ha/maj)                8              8                 62.1
## routing by layer
metal / GRT usage, % / wire length (microns)
met2: 2.89 / 229
met3: 2.84 / 255
met5: 0 / 0
met1: 2.64 / 287
met4: 0 / 0
## cell type report
| cell class | instances | area [sq um] | area share, % |
|---|---|---|---|
| tap | 46 | 57.6 | 10.9 |
| multi-input combinational | 8 | 178 | 33.6 |
| inverter | 10 | 37.5 | 7.11 |
| timing repair buffer | 26 | 255 | 48.3 |
Power is estimated from default activity; no workload was simulated.
