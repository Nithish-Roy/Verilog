==> /design/flow/design.v <==
module sram #(parameter DATA_WIDTH = 8, ADDRESS_WIDTH = 4, DEPTH = 16)(
    input clk,
    input we,
    input [DATA_WIDTH - 1:0] data_in,
    input [ADDRESS_WIDTH - 1:0] addr,
    output reg  [DATA_WIDTH - 1:0] data_out
);
reg [DATA_WIDTH - 1:0] mem [0:DEPTH-1]; 
always @(posedge clk) begin
    if (we) 
        mem[addr] <= data_in; 
    else if (!we)
      data_out  <= mem[addr]; 
end
endmodule
==> /design/flow/run.sh <==
#!/bin/bash
# OpenROAD 26Q1-2900-gdf79404cd8, Yosys 0.63+post, stock flow scripts
make -C /OpenROAD-flow-scripts/flow DESIGN_CONFIG=/design/flow/config.mk WORK_HOME=/design/flow/orfs finish
==> /design/flow/config.mk <==
export PLATFORM = sky130hd
export DESIGN_NAME = sram
export DESIGN_NICKNAME = sram
export VERILOG_FILES = /design/flow/design.v
export SDC_FILE = /design/flow/constraint.sdc
export NUM_CORES = 4
export LEC_CHECK = 1
export CORE_UTILIZATION = 40
==> /design/flow/constraint.sdc <==
current_design sram

set clk_period 2.2
set clk_io_pct 0.2

create_clock -name clk0 -period $clk_period [get_ports {clk}]

set non_clock_inputs [all_inputs -no_clocks]
set_input_delay [expr $clk_period * $clk_io_pct] -clock clk0 $non_clock_inputs
set_output_delay [expr $clk_period * $clk_io_pct] -clock clk0 [all_outputs]
==> CHANGELOG.md <==
### Metrics

* HPWL after DPL at 6040 um
* Leakage at 0.00203 uW
* Number of post-CTS setup repair buffers at 0
* Die Ht at 115 um
* GPL Wtd Cong at 0.809
* Layout filler cell count at 1,004
* Register area share after synthesis at 79.3%
* Final instance area at 6250 um2
* Site row count at 41
* Total Routing Usage GR at 17.2%
* Largest net degree at the start of global routing at 24
* Remaining global-route overflow at 0
* CP peak stage delay at 0.52 ns
* Clk latency of the worst-skew pair at 0.40 ns
* Final core utilization at 49.7%
* H-tree levels at 4
* DR iter-0 viols at 169
* Vias per std cell at 5.13
* OpenROAD warning count at 25
* Initial antenna violation count at 0
* Die Wd at 115 um
* Distinct cells, synth at 18
* DIE AREA at 13,300 um2
* Slew HR at 53.2%
* Startpoint types: input pin
* WHS Endpoint: data_out[6]
* CTS Root Cell: clkbuf_16
* Crit path buffers/inverters at 2
* Top-area cell share at 79.3%
* DRT Wirelength at 9360 um
* Mapped cell area at 5150 um2
* CTS tree: done
* Area leader, netlist: edfxtp_1
* Top cells, area: edfxtp_1 79%, mux4_2 14%, a22oi_1 2.3%
* Final Hold Fails at 0
* CP cell instances: clkdlybuf4s50_1, or3_1, nor3_1, buf_4
* Final period utilization at 78.7%
* Max VDD drop at 966 uV
* Status: finished, final reports clean
* Vias in the first global route at 2,663
* Post-CTS Resized at 0
* First-pass GRT wire length at 14,800 um
* Synthesis Warnings at 1
* Floorplan utilization at 41.0%
* Avg Inst Size Synth at 22.3 um2
* Slew at the pin with the worst max-slew slack at 0.701 ns
* Setup violators final at 0
* Hold Path Stages at 3
* Fmax at 578 MHz
* Avg WL per Cell at 20.0 um
* Type of the worst setup path: in2reg
* Min-delay src: mem[14][6]
* CP top delay family: buffers and inverters
* 1st-pass router iterations at 4
* Post-route minimum period at 1.73 ns
* PwrDens at 926 nW/um2
* CP max FO at 8
* R2r startpoint: mem[3][7]
* Layout cells sized above 1 at 27.7%
* Reg2Reg Depth at 3
* Clock buffer depth at 2
* Crit path required time at 2.31 ns
* Placement Setup Slack at 0.0804 ns
* Core area at 12,600 um2
* Synth Register Bits at 136
* Routed Antenna Nets at 0
* Final slew viol count at 0
* CP Capture Type: flop
* Setup Skew at 0.00553 ns
* RSZ-0062 raised after global routing: false
* IO Pins at 22
* CTS Hold Bufs at 0
* Maxcap violations at 0
* YS chip area at 5150 um2
* R2r endpoint: data_out[7]
* Hold Slack at 0.746 ns
* Slowest-stage cell, CP: clkdlybuf4s50_1
* Ys cells at 231
* Antenna fix cells at 0
* Clock slew at reported path FFs at 0.05 ns
* Total CTS buffers at 17
* P&R area growth vs syn at 21.4%
* Vias post-DR at 2,403
* Cells after Synth at 231
* Worst Hold Class: reg2reg
* Sink Count at 136
* Final TNS setup at 0 ns
* Port Buf Inserts at 21
* Worst Slack Setup Final at 0.469 ns
* WP data arrival at 1.84 ns
* DRC at 0
* R2R Setup Slk at 0.71 ns
* Post-Place Cell Area at 5710 um2
==> cell usage in the layout, fill, tap and decap left out, types with 3 or more instances in the layout <==
cell               n
edfxtp_1         136
mux4_2            32
buf_4             22
clkdlybuf4s50_1   19
clkbuf_16         17
a22oi_1           16
nor2_1            13
nand2_1            9
clkinv_1           6
nor3_1             4
clkinv_2           3
==> synth_stat cells, drive strengths merged <==
cell    count
edfxtp    136
mux4       32
a22oi      16
nor2       13
nand2       9
buf         8
nor3        4
clkbuf      3
nand2b      2
nand3b      2
nor2b       2
and2        1
inv         1
nand3       1
or3         1
==> worst min-delay path: stages, from the launching register on <==
cell      delay [ns]
edfxtp_1        0.31
mux4_2          0.22
a22oi_1         0.06
nand2_1         0.05
==> cell families after synthesis <==
family,share of synthesized area (%)
flip-flops,79.3
AND/OR/NAND/NOR,3.11
multiplexers,14.0
AND-OR/OR-AND,2.33
buffers and inverters,1.24
==> power by group <==
part | switching, uW | internal (uW) | leakage, uW
combinational | 149 | 140 | 0.000529
sequential | 14.1 | 2920 | 0.00124
clock | 938 | 1630 | 0.000260
==> how the worst max path moves through the flow <==
stage,startpoint,end,depth (start not counted)
after CTS,data_out[3],data_out[3],1
after global routing,addr[2],data_out[7],4
final,addr[2],mem[0][6],4
==> registers in the layout, indices dropped and copies added, names as in the netlist <==
signal,cells
mem,128
data_out,8
==> area by class of cell <==
type                    instances  area (um2)  share of cell area, %
flip-flops and latches        136        4080                   65.3
inverters                       1        3.75                 0.0600
multi-input cells              83        1000                   16.0
repair buffers                 45         405                   6.49
well taps                     172         215                   3.44
clock inverters                13         113                   1.80
clock buffers                  18         429                   6.87
==> metrics by stage <==
| stage | total power [uW] | instances |
|---|---|---|
| after floorplan | 3130 | 231 |
| final | 5790 | 468 |
| after CTS | 5840 | 468 |
| after detailed placement | 3280 | 437 |
| after global routing | 6000 | 468 |
| after global placement | 3280 | 437 |
==> layer usage <==
layer,GRT usage [%],vias to the layer above,wire [um]
li1,-,1077,-
met1,24.6,1226,3690
met2,26.8,93,4640
met3,9.22,7,941
met4,1.30,0,84
met5,0,-,0
Power is estimated from default activity; no workload was simulated.
