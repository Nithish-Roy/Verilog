File: ./design.v
module dpram #(parameter DATA_WIDTH = 8, ADDRESS_WIDTH = 4, DEPTH = 16)(
    input clk,
    input we_a,
	input we_b,
    input [DATA_WIDTH - 1:0] data_in_a,
    input [DATA_WIDTH - 1:0] data_in_b,
    input [ADDRESS_WIDTH - 1:0] addr_a,
    input [ADDRESS_WIDTH - 1:0] addr_b,
    output reg  [DATA_WIDTH - 1:0] data_out_a,
    output reg  [DATA_WIDTH - 1:0]  data_out_b
);
reg [DATA_WIDTH - 1:0] mem [0:DEPTH-1]; 
always @(posedge clk) begin
    if (we_a) 
        mem[addr_a] <= data_in_a; 
    else if (!we_a)
      data_out_a  <= mem[addr_a];	
    if (we_b) 
        mem[addr_b] <= data_in_b; 
    else if (!we_b)
      data_out_b  <= mem[addr_b];
end
endmodule
File: ./run.sh
#!/bin/bash
# OpenROAD 26Q1-2900-gdf79404cd8, Yosys 0.63+post, stock flow scripts
make -C /OpenROAD-flow-scripts/flow DESIGN_CONFIG=/design/flow/config.mk WORK_HOME=/design/flow/orfs finish
File: ./config.mk
export PLATFORM = sky130hd
export DESIGN_NAME = dpram
export DESIGN_NICKNAME = dpram
export VERILOG_FILES = /design/flow/design.v
export SDC_FILE = /design/flow/constraint.sdc
export NUM_CORES = 4
export LEC_CHECK = 1
export CORE_UTILIZATION = 40
File: ./constraint.sdc
current_design dpram

set clk_period 4.3
set clk_io_pct 0.2

create_clock -name clk0 -period $clk_period [get_ports {clk}]

set non_clock_inputs [all_inputs -no_clocks]
set_input_delay [expr $clk_period * $clk_io_pct] -clock clk0 $non_clock_inputs
set_output_delay [expr $clk_period * $clk_io_pct] -clock clk0 [all_outputs]
==> out/qor.yml <==
run_status:
  status: "finished, final reports clean"
logic_synthesis:
  post_synth.cell_area_avg_um2: 16.5
  yosys_warnings: 1
  edf_count: 144
  synthFlopType: "edfxtp_1"
  synth_chip_area_um2: 8100
  synth_top_cell_by_count: "edfxtp_1"
  topCellsByArea: "edfxtp_1 (53%), mux4_2 (18%), mux2_2 (18%)"
  common_cells: "edfxtp_1 (144), mux2_2 (127), mux4_2 (64), a22oi_1 (32), clkbuf_1 (22)"
  synth_top_area_share_pct: 53.4
  yosysSeqAreaShare_pct: 53.4
  yosysCellCount: 490
  async_flop_share_pct: 0
  syn_inst: 490
  synth_cell_types: 28
  largest_area_cell: "edfxtp_1"
  synth_area_um2: 8100
  ys_ff: 144
floorplanning:
  io_pins: 43
  die_h_um: 144
  core-area_um2: 19700
  placementRows: 51
  die_w_um: 144
  chip_area_um2: 20800
  core_util_floorplan_pct: 41.2
final_timing:
  whs_ns: 0.782
  finClkSkew_ns: 0.00583
  min_period_over_period_pct: 69.5
  fmax_mhz: 334
  fin_setup_tns_ns: 0
  finalSetupViolCount: 0
  period_needed_ns: 2.99
  hold_viol: 0
  finalMaxSlewViolations: 0
  slew_headroom_pct: 37.3
  rsz0062_at_grt: "false"
  worst_pin_slew_ns: 0.938
routing:
  viasPerCell: 6.04
  wl_per_cell_um: 28.0
  antenna_left: 0
  finalWirelength_mm: 22.4
  dr_total_vias: 4840
  antenna_cells: 0
  first_pass_iters: 5
  first_iter_violations: 284
  drc: 0
clocking:
  clk_pin_slew_ns: 0.06
  cts_buffer_depth: 2
  cts_tree: "yes"
  htree_levels: 4
  clock_latency_ns: 0.41
  clockRootBuffer: "clkbuf_16"
  clock-sinks: 144
  post-cts-setup-buffer-count: 0
  cts-hold-fix-buffers: 0
  cts_resized: 0
  cts_made_buffers: 17
job:
  maxCapViolations: 0
  warning_count: 25
global_route:
  top_usage_layer: "met2"
  grt_util_met3_pct: 13.0
  grt_overflow: 0
  grt_util_met1_pct: 33.4
  grt_pass1_vias: 5273
  grt_max_degree: 29
  grt_pass1_wl_mm: 33.3
  met2_usage_pct: 38.8
  grt_usage_pct: 24.8
  antenna_found_initial: 0
worst_hold_path:
  min_to: "data_out_b[7]$_DFFE_PN_"
  holdPathStages: 3
  hold_path_class: "reg2reg"
  worstHoldStart: "mem[6][7]$_DFFE_PP_"
power_and_ir_drop:
  peakVddDrop_mv: 0.260
  cellLeakagePower_nw: 3.07
  swShare_pct: 21.2
  p_clk_share_pct: 44.0
  power.switching_w: 0.000783
  internal_power_w: 0.00291
  cellPowerDensity_nw_per_um2: 391
  seqPwrFrac_pct: 44.6
  p_comb_share_pct: 11.4
setup_path:
  r2r_slack_ns: 2.66
  start_kind: "primary input"
  r2r_cells: 3
  path_class: "in2reg"
  cp.arrival_ns: 3.03
  crit_path_max_fanout: 9
  r2r_start: "mem[3][5]$_DFFE_PP_"
  cp.required_ns: 4.34
  endpoint_kind: "flop"
  r2r_end: "data_out_a[5]$_DFFE_PN_"
place:
  io_buffers: 42
  gp_congestion: 0.905
  place_hpwl_mm: 14.8
final_layout:
  area_growth_syn_to_layout_pct: 16.5
  layout-drive-gt1-share_pct: 47.9
==> power by group through the flow <==
stage | Clock, W | Combinational, W | Sequential, W
final | 0.00162 | 0.000420 | 0.00165
after global routing | 0.00171 | 0.000448 | 0.00165
after CTS | 0.00165 | 0.000421 | 0.00165
==> kinds of logic after synthesis <==
family                 after synthesis  share of synthesized area [%]
buffers and inverters               50                           2.77
AND/OR/NAND/NOR                     56                           4.12
flip-flops                         144                           53.4
multiplexers                       192                           35.6
AND-OR/OR-AND                       48                           4.12
==> critical path: stages <==
cell and delay (ns):
clkdlybuf4s50_1 0.65, nor3b_2 0.37, nor2b_1 0.67, o21bai_1 0.46
==> area by class of cell <==
| type | instances | area, um2 |
|---|---|---|
| Clock buffer | 18 | 429 |
| Clock inverter | 13 | 218 |
| Fill cell | 1673 | 10200 |
| Inverter | 2 | 7.51 |
| Multi-Input combinational cell | 296 | 3550 |
| Sequential cell | 144 | 4320 |
| Tap cell | 265 | 332 |
| Timing Repair Buffer | 63 | 571 |
==> flip-flops by register name (all words and copies together), names as in the netlist <==
name	flops
data_out_a	8
data_out_b	8
mem	128
==> placed cells by master, fill, tap and decap left out, drive strengths merged <==
master and n:
nor2b 5, nand3b 4, inv 2, o21bai 1, nand2 19, and2 2, or3 3, nor3b 1
edfxtp 144, nand3 2, clkdlybuf4s50 38, clkinv 6, or2 1, a22oi 32, bufinv 6, clkinvlp 1
mux2 128, buf 25, o21ai 6, nor2 12, o22ai 9, clkbuf 18, nand2b 7, mux4 64
==> how the worst max path moves through the flow <==
stage	to	cells after the start	from	slack, ns
6_report	mem[3][7]$_DFFE_PP_	4	we_b	1.31
5_1_grt	mem[3][7]$_DFFE_PP_	4	we_b	1.21
4_1_cts	mem[3][7]$_DFFE_PP_	4	we_b	1.35
==> stage by stage <==
step / utilization (%) / std cells / instance area [um2] / worst slack (ns) / total power (W)
3_5_place_dp: 44.7 / 770 / 8780 / 0.918 / 0.00209
4_1_cts: 48.0 / 801 / 9430 / 1.35 / 0.00372
2_1_floorplan: - / 490 / 8100 / 1.61 / 0.00193
3_3_place_gp: 44.7 / 770 / 8780 / 1.05 / 0.00209
6_report: 48.0 / 801 / 9430 / 1.31 / 0.00369
5_1_grt: 48.0 / 801 / 9430 / 1.21 / 0.00381
==> routing by layer <==
layer / wire length, um / vias up
met2: 11100 / 239
li1: - / 2096
met5: 0 / -
met3: 2540 / 15
met4: 241 / 0
met1: 8510 / 2490
No activity file was given, so power comes from the tool's default toggle rates.
